==> /design/flow/design.v <==
`timescale 1ns / 1ps
module KNF(
    input [3:0] x,
    output [3:0] y
    );
assign y[0] = (x[3]|x[2]|x[1])
					&(x[3]|~x[1]|~x[0])
					&(~x[2]|~x[1])
					&(~x[3]|~x[2]);
assign y[1] = (x[3]|x[2]|x[0])
					&(x[3]|~x[1]|x[0])
					&(x[3]|~x[2]|~x[0])
					&(~x[3]|~x[2]|x[1]|x[0])
					&(~x[3]|x[2]|~x[0]);
assign y[2] = (x[2]|x[1]|~x[0])
					&(x[2]|~x[1]|x[0])
					&(x[3]|~x[0])
					&(~x[3]|~x[2]|x[0]);
assign y[3] = (x[2]|x[1]|~x[0])
					&(x[3]|~x[2]|x[1])
					&(~x[2]|~x[1]|~x[0])
					&(~x[3]|x[2]|~x[1]|x[0]);
endmodule
==> /design/flow/run.sh <==
#!/bin/bash
# OpenROAD 26Q1-2900-gdf79404cd8, Yosys 0.63+post, stock flow scripts
make -C /OpenROAD-flow-scripts/flow DESIGN_CONFIG=/design/flow/config.mk WORK_HOME=/design/flow/orfs finish
==> /design/flow/config.mk <==
export PLATFORM = sky130hd
export DESIGN_NAME = KNF
export DESIGN_NICKNAME = KNF
export VERILOG_FILES = /design/flow/design.v
export SDC_FILE = /design/flow/constraint.sdc
export NUM_CORES = 4
export LEC_CHECK = 1
export CORE_AREA = 10 10 70 70
export DIE_AREA = 0 0 80 80
==> /design/flow/constraint.sdc <==
current_design KNF

set clk_period 1.0
set clk_io_pct 0.2

create_clock -name clk0 -period $clk_period

set non_clock_inputs [all_inputs -no_clocks]
set_input_delay [expr $clk_period * $clk_io_pct] -clock clk0 $non_clock_inputs
set_output_delay [expr $clk_period * $clk_io_pct] -clock clk0 [all_outputs]
==> notes.md <==
run results: status=finished, violations left, failing checks=setup timing, DRC=0, Buf+Inv Stages, Crit Path=2, Min-Delay Path Class=in2out, Crit path max-delay family=simple AND/OR/NAND/NOR gates, Hold Path Depth=4, unrepaired setup endpoints after global routing=yes, port buffer count=8, Max Clock Freq=0.8317 GHz, RePlAce Congestion=0.7697, Core Footprint=3416 um2, Initial DRC Count=5, num ports=8, DIE WIDTH=80 um, logic area=96.34 um2, Max Cap Violations=0, Die ar.=6400 um2, synth unique cells=13, largest net degree at the start of global routing=9, PnR worst setup slack=-0.2024 ns, met1 usage=1.714%, final WL=443 um, Seq share, synth=0%, layout clock buffer count=0, period utilisation layout=120.2%, Cell Area, Synth=105.1 um2, design area=267.8 um2, crit-path cells=buf_6 > or3b_1 > o21ai_1 > xor2_1 > buf_2, Routed Antenna Nets=0, Vias/cell=2.216, Worst Path Max Fanout=2, critical path class=in2out, busiest grt layer=met2, WP data arrival=1.00 ns, Critical Path RT=0.80 ns, GRT Residual Overflow=0, slowest stage cell, crit path=or3b_1, Layout Utilization=7.839%, OpenROAD warning count=35, dpl cell area=261.5 um2, Flops=0, CP startpoint kind=input port, fillcell total=404, GR met3 Demand/Resource=0.5682%, Yosys Instances=16, CP Launch Point=x[0], final count of pins violating max slew=0, GRT met2 Usage=2.167%, crit-path max cell delay=0.36 ns, post-layout min period=1.202 ns, via count=164, first-pass GRT wire length=745 um, hpwl dp=350.7 um, Yosys chip area=105.1 um2, Critical Path End Type=primary output, Area Growth Syn to Fin=154.8%, leakage power total=0.1010 nW, peak supply drop=0.04365 mV, Place WS=-0.9624 ns, Hold Buf Count CTS=0, Gate Count Post-Synth=16, Hold Path Origin=x[0], setup TNS=-0.4266 ns, Total GRT Usage=1.339%, register area=0 um2, final setup fails=4, slew at the pin closest to its max-slew limit=0.1438 ns, vias in the first global route=163, Post-Layout Cell Count=74, Yosys Warn Count=0, Starting Density=3.077%, relative slew slack=90.41%, routed len/inst=5.986 um, final hold slack=0.7380 ns, ANT cells=0, # rows=21, Die Y=80 um, Hold Vio Cnt, Final=0, total power=92.99 uW, first drt pass iteration count=4, syn avg cell area=6.569 um2, share of layout cells above drive strength 1=53.57%, cell area power density=347.3 nW/um2, hold endpoint=y[2], Cell Count Post-Placement=73, antenna violations before repair=0
==> cells in the final DEF, fill, tap and decap left out, types with 2 or more instances in the layout <==
master and instances:
buf_6 6, buf_2 4, o211ai_1 2, o21ai_1 4, buf_4 3
==> final cells by class <==
cell class	instances	share of cell area (%)
Inverter	1	1.402
Multi-Input combinational cell	14	35.98
Timing Repair Buffer	13	41.12
Tap cell	46	21.50
==> synth_stat cells, drive strengths merged <==
library cell	count	share of area, %
buf	1	11
o21ai	4	19
nand3b	1	7.1
or3b	1	8.3
nand2	1	3.6
a21oi	1	4.8
o22ai	1	6.0
inv	1	3.6
xor2	1	8.3
o21a	1	7.1
or2b	1	7.1
o211ai	2	14
==> timing repair <==
item,CTS,global route
endpoints found under the setup margin,4,4
pin swaps,5,4
endpoints found under the hold margin,0,0
setup buffers,1,0
gates cloned,0,0
gates resized,38,1
==> layer usage <==
metal | part of all wire (%) | vias up | routed length [um]
met3 | 16 | 0 | 69
met2 | 42 | 9 | 185
met1 | 42 | 69 | 188
li1 | - | 86 | -
met5 | 0 | - | 0
met4 | 0 | 0 | 0
==> worst max path at each step <==
stage / endpoint / depth (start not counted)
4_1_cts: y[1] / 5
5_1_grt: y[1] / 5
6_report: y[1] / 5
==> kinds of logic after synthesis <==
kind of cell / after synthesis / share of synthesized area (%)
buf+inv: 2 / 14.28
compound gates: 9 / 51.18
simple gates: 4 / 26.19
xor+xnor: 1 / 8.335
==> worst min-delay path, delay by kind of cell <==
kind,cells,cell delay [ns]
compound gates,1,0.07
buf+inv,3,0.27
==> report_power, final <==
group,internal (mW),total [mW],leakage (nW),switching (mW)
Combinational,0.0577,0.0930,0.101,0.0353
Clock,0,0,0,0
Sequential,0,0,0,0
Total,0.0577,0.0930,0.101,0.0353
No activity file was given, so power comes from the tool's default toggle rates.
