`run.sh`:
```
#!/bin/bash
# OpenROAD 26Q1-2900-gdf79404cd8, Yosys 0.63+post, stock flow scripts
make -C /OpenROAD-flow-scripts/flow DESIGN_CONFIG=/design/flow/config.mk WORK_HOME=/design/flow/orfs finish
```
`config.mk`:
```
export PLATFORM = sky130hd
export DESIGN_NAME = komb
export DESIGN_NICKNAME = komb
export VERILOG_FILES = /design/flow/design.v
export SDC_FILE = /design/flow/constraint.sdc
export NUM_CORES = 4
export LEC_CHECK = 1
export CORE_AREA = 10 10 70 70
export DIE_AREA = 0 0 80 80
```
`constraint.sdc`:
```
current_design komb

set clk_period 1.7
set clk_io_pct 0.2

create_clock -name clk0 -period $clk_period

set non_clock_inputs [all_inputs -no_clocks]
set_input_delay [expr $clk_period * $clk_io_pct] -clock clk0 $non_clock_inputs
set_output_delay [expr $clk_period * $clk_io_pct] -clock clk0 [all_outputs]
```
`design.v`:
```
`timescale 1ns / 1ps
module komb(
    input r,
    input x,
    input d,
    input b,
    input i1,
    input i0,
    output r_o,
    output x_o,
    output d_o,
    output b_o
    );
assign r_o = (x & d & ~b & ~i1 & ~i0) | (x & d & b & i1 & ~i0) | (x & d & b & ~i1 & i0) | (x & ~d & b & ~i1 & ~i0) | (r & x & ~d & b & ~i1 & i0) | (r & x & d & b & ~i1 & ~i0) | (r & d & ~b & i1 & ~i0);
assign x_o = (~i1 & ~i0) | (x & ~i1 & i0) | (~x & d & ~i1 & i0) | (x & i1 & ~i0) | (~x & b & i1 & ~i0);
assign d_o = (x & d & ~i1) | (r & ~d & ~i1 & i0) | (i1 & ~i0);
assign b_o = (x & b & ~i1 & ~i0) | (~i1 & i0) | (x & b & i1 & ~i0) | (r & d & ~b & i1 & ~i0);
endmodule
```
==> changes_impl.md <==
### Changed

* Setup WS pre-CTS at -0.538 ns
* First-pass GRT wire length at 1.00 mm
* Port Buf Inserts at 10
* Period utilization at 0.971
* Tightest hold margin at 1.03 ns
* Max Slew Vio Count at 0
* Leak at 0.119 nW
* Worst Hold Launch: i1
* Post-layout minimum cycle time at 1.65 ns
* DR iter-0 viols at 2
* Die width at 80 microns
* Worst-path maximum fanout at 5
* RSZ-0062 raised after global routing: no
* Yosys warning count at 0
* Via-per-instance ratio at 2.46
* Post-route antenna net violation count at 0
* Worst Setup Slack, final at 0.0493 ns
* Drc violations at 0
* Cell area after synthesis at 121 sq um
* Vias at 192
* OpenROAD warning count at 33
* GPL Wtd Cong at 0.640
* Synth Seq Share at 0
* Core ar. at 3420 sq um
* Die footprint at 6400 sq um
* Area Growth Syn to Fin at 151%
* Worst slew pin tran at 0.207 ns
* GRT overflow at 0
* Peak VDD IR at 0.0417 mV
* FP Core Util at 0.0355
* Cells along the critical path: clkdlybuf4s15_1 -> and2_4 -> o31a_1 -> dlygate4sd2_1
* Number of diodes at 0
* Area occupied by registers at 0 sq um
* Final setup vio count at 0
* Fraction of layout cells with a size suffix above 1 at 0.469
* Critical Path Slowest Stage Cell: o31a_1
* Cell type with the largest total area: a21oi_1
* Final-report hold violation count at 0
* Registers at 0
* Fin util at 0.0890
* Arrival @ worst endpoint at 1.31 ns
* Relative slew slack at 0.862
* CP Launch Type: primary input
* Top post-synthesis cells by area: a21oi_1 12%, a211oi_2 10%, and4bb_1 10%, and4b_2 9.3%, o31a_1 7.2%
* Num ports at 10
* Netlist cell types at 13
* Die y size at 80 microns
* Avg WL per Cell at 7.49 microns
* Antenna violations before repair at 0
* Fmax at 606 MHz
* Crit path DRT at 1.36 ns
* Synth top area share at 0.124
* Post-Route WL at 584 microns
* 1st-pass router iterations at 3
* Chip area line of the yosys report at 121 sq um
* Number of global-route vias before repair at 222
* P per Cell Area at 192 nW/um^2
* Global Route Usage Sum at 0.0187
* CP peak stage delay at 0.28 ns
* Synthesized area per cell at 7.59 sq um
* Clock buffer count at 0
* Max_cap viols at 0
* Type of the worst min-delay path: in -> out
* Row count at 21
* # hold bufs at CTS at 0
* Worst setup startpoint: x
* Crit path kind: in -> out
* Yosys stat cell total at 16
* Largest net degree at the start of global routing at 7
* Fillers at 419
* Post-Syn Instances at 16
* Status: finished, final reports clean
* Worst setup EP type: output port
* MI comb area at 131 sq um
-- critical path: cells and delay by family --
kind | cells | cell delay [ns]
AND-OR/OR-AND | 1 | 0.28
AND/OR/NAND/NOR | 1 | 0.20
buffers and inverters | 2 | 0.49
-- area by class of cell --
class                           instances  share of cell area
Multi-Input combinational cell         16               0.432
Tap cell                               46               0.189
Timing Repair Buffer                   16               0.379
-- cells by family after synthesis --
| kind of cell | after synthesis | synth area share |
|---|---|---|
| compound gates | 8 | 0.495 |
| simple gates | 7 | 0.433 |
| xor+xnor | 1 | 0.0722 |
-- worst paths after layout --
kind              end  slack [ns]  cells after the start
setup / recovery  b_o        0.05                      4
hold / removal    r_o        1.03                      3
-- where the power goes --
part / switching (mW) / internal [mW]
registers: 0 / 0
logic: 0.0233 / 0.0351
clock network: 0 / 0
total: 0.0233 / 0.0351
-- cell usage after synthesis --
| library cell | n |
|---|---|
| a21oi_1 | 3 |
| nand2_1 | 2 |
| a211oi_2 | 1 |
| a21boi_0 | 1 |
| and2_1 | 1 |
| and4b_2 | 1 |
| and4bb_1 | 1 |
| nand3b_1 | 1 |
| nor3b_1 | 1 |
| o21bai_1 | 1 |
| o31a_1 | 1 |
| o32ai_1 | 1 |
| xnor2_1 | 1 |
-- repair_timing --
action | in CTS | in global routing
setup buffers | 1 | 0
setup endpoints to repair | 4 | 2
gates resized | 16 | 10
pin swaps | 3 | 3
-- metal layers --
metal  vias up  wire [microns]  global-route usage
met2         5             262              0.0289
met3         0              74              0.0102
met1        89             247              0.0237
li1         98               -                   -
met4         0               0                   0
met5         -               0                   0
-- stage by stage --
step                      TNS [ns]  cells  area (sq um)  power (mW)
after detailed placement     -1.87     77           317      0.0666
after CTS                   -0.140     78           319      0.0597
after floorplan                  0     16           121      0.0171
final                            0     78           304      0.0584
after global placement       -1.78     77           317      0.0660
after global routing             0     78           304      0.0652
-- cells in the final DEF, fill, tap and decap left out, drive strengths merged, types with 2 or more instances in the layout --
| cell | instances |
|---|---|
| buf | 8 |
| dlygate4sd2 | 4 |
| a21oi | 3 |
| clkbuf | 3 |
| nand2 | 2 |
Power figures rest on the tool's default switching activity, not on a simulated workload.
