===== design.v =====
`timescale 1ns / 1ps
module DC3(
    input [1:0] x,
    output reg [2:0] y
    );
initial y <= 2'h0;
always @ (x)
	case(x)
		2'b00: y <= 3'h1;
		2'b01: y <= 3'h2;
		2'b10: y <= 3'h4;
		2'b11: y <= 3'h0;
	endcase
endmodule
`timescale 1ns / 1ps
module HexToSeg(
    input [3:0] x,
    output [6:0] transformedY
    );
reg [6:0]y;
initial y <= 7'b1111111;
assign transformedY[0] = y[6];
assign transformedY[1] = y[4];
assign transformedY[2] = y[1];
assign transformedY[3] = y[0];
assign transformedY[4] = y[2];
assign transformedY[5] = y[5];
assign transformedY[6] = y[3];
always @ (x)
   case (x)
      4'b0000: y <= 7'b0001000;
      4'b0001: y <= 7'b1101101;
      4'b0010: y <= 7'b0100010;
      4'b0011: y <= 7'b0100100;
      4'b0100: y <= 7'b1000101;
      4'b0101: y <= 7'b0010100;
      4'b0110: y <= 7'b0010000;
      4'b0111: y <= 7'b0101101;
      4'b1000: y <= 7'b0000000;
      4'b1001: y <= 7'b0000100;
      4'b1010: y <= 7'b0000001;
      4'b1011: y <= 7'b1010000;
      4'b1100: y <= 7'b0011010;
      4'b1101: y <= 7'b1100000;
      4'b1110: y <= 7'b0010010;
      4'b1111: y <= 7'b0010011;
      default: y <= 7'b1111111;
   endcase
endmodule
`timescale 1ns / 1ps
module LED_driver(
    input clocksource,
    input [3:0] x0,
    input [3:0] x1,
    input [3:0] x2,
    output reg [6:0] seg,
    output reg [2:0] an
    );
wire [1:0] digitNumber;
wire [3:0] selectedDigit;
wire [6:0] internalSeg;
wire [2:0] internalAn;
MS3 selectInput(x0, x1, x2, digitNumber, selectedDigit);
ctr4 currentNumber(clocksource, digitNumber);
HexToSeg DC7 (selectedDigit, internalSeg);
DC3 selectOutput(digitNumber, internalAn);
always @(internalSeg)
	seg <= internalSeg;
always @(internalAn)
	an <= internalAn;
initial begin
	seg 	<= 7'h00;
	an 	<= 3'b111;
end
endmodule
`timescale 1ns / 1ps
module MS3(
    input [3:0] x0,
    input [3:0] x1,
    input [3:0] x2,
    input [1:0] adr,
    output [3:0] y
    );
wire c0, c1, c2;
assign c0 = ~adr[0] 	& ~adr[1];
assign c1 =  adr[0] 	& ~adr[1];
assign c2 = ~adr[0] 	&  adr[1];
wire [3:0]s0, s1, s2;
assign s0 = {4{c0}};
assign s1 = {4{c1}};
assign s2 = {4{c2}};
assign y = x0 & s0 | x1 & s1 | x2 & s2;
endmodule
`timescale 1ns / 1ps
module ctr4(
    input clk,
    output reg [1:0] counter
    );
wire clr;
assign clr = counter[1] & ~counter [0];
initial 
	counter <= 2'h0;
always @(posedge clk)
	if(clr)
		counter <= 0;
	else
		counter <= counter + 1'b1;
endmodule

===== run.sh =====
#!/bin/bash
# OpenROAD 26Q1-2900-gdf79404cd8, Yosys 0.63+post, stock flow scripts
make -C /OpenROAD-flow-scripts/flow DESIGN_CONFIG=/design/flow/config.mk WORK_HOME=/design/flow/orfs finish

===== config.mk =====
export PLATFORM = sky130hd
export DESIGN_NAME = LED_driver
export DESIGN_NICKNAME = LED_driver
export VERILOG_FILES = /design/flow/design.v
export SDC_FILE = /design/flow/constraint.sdc
export NUM_CORES = 4
export LEC_CHECK = 1
export CORE_AREA = 10 10 70 70
export DIE_AREA = 0 0 80 80

===== constraint.sdc =====
current_design LED_driver

set clk_period 2.9
set clk_io_pct 0.2

create_clock -name clk0 -period $clk_period [get_ports {clocksource}]

set non_clock_inputs [all_inputs -no_clocks]
set_input_delay [expr $clk_period * $clk_io_pct] -clock clk0 $non_clock_inputs
set_output_delay [expr $clk_period * $clk_io_pct] -clock clk0 [all_outputs]

==> results.json <==
{
  "overflow": 0,
  "cts-hold-fix-buffers": 0,
  "timing.rr.end": "currentNumber.counter[1]",
  "regMostFlops": "currentNumber.counter",
  "placed_cell_area_um2": 775.7,
  "initialDrtViolationCount": 30,
  "lay_top_count": "clkdlybuf4s50_1",
  "mux_share_pct": 16.00,
  "yosys_warnings": 4,
  "leakagePower_uw": 0.0004447,
  "min_to": "currentNumber.counter[0]",
  "simple_gate_share_pct": 10.00,
  "top_layer_used": "met3",
  "crit_type": "input pin to output pin",
  "place.gp.congestion": 0.7846,
  "viasPerCell": 3.697,
  "pwr-share-seq_pct": 26.3,
  "first_pass_iters": 5,
  "die_area_um2": 6400,
  "netlist_area_um2": 437.9,
  "num_rows": 21,
  "crit_arrival_ns": 2.26,
  "vias": 488,
  "ff2ff_path_depth": 3,
  "drv_cap": 0,
  "status": "finished clean",
  "die_h_um": 80,
  "synthAdderAreaFrac_pct": 34.29,
  "slew_violations": 0,
  "synth_cell_types": 21,
  "largest_reg_flops": 2,
  "drive_gt1_share_pct": 31.40,
  "required_ns": 2.32,
  "ys_seq_share_pct": 9.143,
  "hold_path.startpoint": "currentNumber.counter[0]",
  "tightest_slew_ns": 0.2817,
  "cts_buffers": 3,
  "irDropWorstVdd_v": 0.0002015,
  "initCoreUtil_pct": 12.82,
  "cts.clk_slew.worst_paths_ns": 0.03,
  "end_kind": "output pin",
  "cts_tree": "done",
  "grt_pass1_wl_um": 2297,
  "finalCritPeriodShare_pct": 97.88,
  "coreArea_um2": 3416,
  "dp_hpwl_um": 1140,
  "finalHoldViolCount": 0,
  "clk_latency_ns": 0.22,
  "synthToLayoutAreaGrowth_pct": 98.29,
  "grt_use_total_pct": 4.209,
  "avgSynthCellArea_um2": 8.937,
  "rsz0062_at_grt": "true",
  "p_per_area_nw_per_um2": 121.6,
  "clockBufferDepth": 2,
  "antenna_found_initial": 0,
  "met1_length_um": 643,
  "ys_ff": 2,
  "hold_path.class": "flop to flop",
  "power_uw": 105.6,
  "p_int_uw": 87.36,
  "drt-total-wl_um": 1463,
  "p_sw_uw": 18.23,
  "period_needed_ns": 2.838,
  "ff2ff_setup_slack_ns": 1.94,
  "max_freq_mhz": 352.3,
  "sw_frac_of_total_pct": 17.27,
  "finalSetupViolations": 0,
  "ctsHtreeMaxLevel": 1,
  "holdPathStages": 2,
  "ys_cells": 49,
  "timing.slew.headroom_pct": 81.22,
  "cp_max_fo": 4,
  "cts-root-buf": "clkbuf_4",
  "grt_start_max_net_pins": 12,
  "power.share.combinational_pct": 15.3,
  "ys_sh_xor_pct": 2.000,
  "tool_warnings": 36,
  "ios": 23,
  "fillCellCount": 359,
  "crit_path_start_kind": "input pin",
  "drc": 0,
  "skew_ns": 0.003319,
  "synthCells": 49,
  "yosysChipArea_um2": 437.9,
  "met3WireLength_um": 72,
  "finalInstanceArea_um2": 868.3,
  "met2WireLength_um": 747,
  "clock_power_share_pct": 58.5,
  "clock_sinks": 2,
  "reg_top3": "currentNumber.counter: 2 flops",
  "wire_per_inst_um": 11.08,
  "aoi_share_pct": 19.14,
  "die_w_um": 80,
  "topCombFamilyByArea": "adder cells",
  "first_global_vias": 509,
  "port-buffer-count": 22,
  "diodes": 0,
  "lay_top_cells": "clkdlybuf4s50_1, buf_4, ha_1",
  "rr_startpoint": "currentNumber.counter[1]",
  "antenna_left": 0
}
-- what timing repair did --
item                                   in CTS  in global routing
pin swaps                                   5                  3
setup endpoints to repair                   7                  5
endpoints found under the hold margin       0                  0
resized                                    16                  6
setup buffers                               1                  3
-- synth_stat cells (all sizes together) --
master / number / share of area (%)
a222oi: 3 / 6.9
a22oi: 1 / 1.7
and2: 1 / 1.4
buf: 1 / 2.6
clkbuf: 1 / 0.86
dfxtp: 2 / 9.1
ha: 12 / 34
inv: 7 / 6.0
mux2i: 7 / 16
nand2: 2 / 1.7
nand3: 1 / 1.1
nand3b: 1 / 1.7
nor2: 1 / 0.86
nor2b: 1 / 1.4
o221ai: 1 / 2.0
o22ai: 2 / 2.9
o2bb2ai: 1 / 2.0
o31ai: 1 / 1.7
o32ai: 1 / 2.0
or2b: 1 / 1.7
xor2: 1 / 2.0
-- logic make-up after synthesis --
family,count (synthesis)
buf+inv,9
simple gates,8
mux,7
xor+xnor,1
compound gates,10
flops,2
fa+ha+maj,12
-- worst max-delay path by stage --
| stage | start | endpoint | cells after the start |
|---|---|---|---|
| final | x2[3] | seg[6] | 8 |
| after global routing | x2[3] | seg[6] | 8 |
| after CTS | x2[3] | seg[0] | 7 |
-- stage by stage --
stage / utilization, % / hold WS [ns] / instances / setup TNS (ns) / setup slack [ns]
after detailed placement: 22.71 / 0.5189 / 125 / -1.050 / -0.2028
after global routing: 25.42 / 0.5682 / 132 / -0.05709 / -0.02847
after CTS: 24.21 / 0.5218 / 129 / 0 / 0.02171
after global placement: 22.71 / 0.5074 / 125 / -1.012 / -0.2012
after floorplan: - / 0.4332 / 49 / 0 / 0.2691
final: 25.42 / 0.5196 / 132 / 0 / 0.06152
-- layout make-up --
type                    instances  area, um^2  area share, %
clock buffers                   3       22.52          2.594
inverters                       7       26.28          3.026
multi-input cells              38       395.4          45.53
flip-flops and latches          2       40.04          4.611
well taps                      46       57.56          6.628
repair buffers                 36       326.6          37.61
-- power groups by stage --
| stage | registers, uW | logic, uW | clock network [uW] |
|---|---|---|---|
| after global routing | 27.7 | 17.1 | 69.8 |
| after CTS | 27.7 | 16.3 | 66.5 |
| final | 27.7 | 16.1 | 61.7 |
-- worst max-delay path, stage by stage --
cell	delay, ns
clkdlybuf4s50_1	0.40
a222oi_1	0.34
buf_4	0.20
buf_12	0.10
buf_4	0.09
mux2i_1	0.20
o22ai_1	0.10
dlygate4sd2_1	0.24
-- metal layers --
layer  track usage (%)  vias to the layer above
met5                 0                        -
met4            0.5282                        0
met3            0.7955                        0
met2             7.464                       11
met1             5.232                      223
li1                  -                      254
Power figures rest on the tool's default switching activity, not on a simulated workload.
